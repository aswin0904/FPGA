### flow/design.v
module time_div(input clk, output reg clk_div, output reg one_sec);
	reg [25:0] s = 0;
	reg [25:0]counter=0;
	always @(posedge clk )
	begin
	if(counter == 50000000-1)
	begin 
	    counter<=0;
		 one_sec<=1;
		 end
	else
begin 
counter<=counter+1;
one_sec<=0;	
	end
	end 
	always @(posedge clk) begin
		s <= s+1;
		clk_div <= s[12];
		end
endmodule
module seven_segment( 
    input sw,
    input clk,
    output reg [6:0] num, 
    output reg [3:0] anode,
    output wire led
);  
    integer i, j; 
    reg [3:0] bcd_tens1, bcd_ones1, bcd_tens2, bcd_ones2;
    reg [2:0] state = 0;
    reg[5:0] sec_co = 0;
    reg [5:0] number1 =17;
    reg [5:0] number2=10;
    reg [5:0] temp1;
	 reg [5:0] temp2;
    reg [3:0] digit_0, digit_1, digit_2, digit_3;
    wire clk_div;
    reg t = 0;
     wire one_sec;
    time_div td(.clk(clk), .clk_div(clk_div), .one_sec(one_sec));
    always @(posedge one_sec) begin
        if (sw) begin 
            t <= ~t;  
            if (sec_co == 59) begin
                sec_co <= 0;
                if (number1 == 59) begin
                    number1 <= 0;
                    if(number2==23)
			begin number2<=0;
				end
			else begin
			number2<=number2+1;
                end end else begin
                    number1 <= number1 + 1;
                end
            end else begin
                sec_co <= sec_co + 1;
            end
        end else begin
            number1 <= 0;
            sec_co  <= 0;
        end
    end
    assign led = t; 
    always @(*) begin
        temp1 = number1;
        temp2=number2;
		   bcd_tens2 = 0;
        for (i= 0; i < 10; i = i + 1) begin
            if (temp2 >= 10) begin
                temp2 = temp2 - 10;
                bcd_tens2 = bcd_tens2 + 1;
            end
        end
		  bcd_ones2 = temp2;
        digit_3 =bcd_tens2 ; 
        digit_2 =bcd_ones2 ;
        bcd_tens1 = 0;
        for (j = 0; j < 10; j = j + 1) begin
            if (temp1 >= 10) begin
                temp1 = temp1 - 10;
                bcd_tens1 = bcd_tens1 + 1;
            end
        end
        bcd_ones1 = temp1;
        digit_1 = bcd_tens1;
        digit_0 = bcd_ones1;
    end
    parameter S0 = 0, S1 = 1, S2 = 2, S3 = 3, S4 = 4;
    always @(posedge clk_div) begin
        case (state)
            S0: state <= sw ? S1 : S4;
            S1: state <= sw ? S2 : S4;
            S2: state <= sw ? S3 : S4;
            S3: state <= sw ? S0 : S4;
            S4: state <= sw ? S0 : S4;
            default: state <= S0;
        endcase 
    end
    function [6:0] num12;
        input [3:0] value;
        begin
            case (value)
                4'd0: num12 = 7'b1000000;
                4'd1: num12 = 7'b1111001;
                4'd2: num12 = 7'b0100100;
                4'd3: num12 = 7'b0110000;
                4'd4: num12 = 7'b0011001;
                4'd5: num12 = 7'b0010010;
                4'd6: num12 = 7'b0000010;
                4'd7: num12 = 7'b1111000;
                4'd8: num12 = 7'b0000000;
                4'd9: num12 = 7'b0010000;
                default: num12 = 7'b1111111;
            endcase
        end
    endfunction
    always @(state) begin
        case (state)
            S0: begin anode <= 4'b0111; num <= num12(digit_0); end
            S1: begin anode <= 4'b1011; num <= num12(digit_1); end
            S2: begin anode <= 4'b1101; num <= num12(digit_2); end
            S3: begin anode <= 4'b1110; num <= num12(digit_3); end
            S4: begin anode <= 4'b1111; num <= 7'b1111111; end
            default: begin anode <= 4'b1111; num <= 7'b1111111; end 
        endcase 
    end
endmodule
### flow/run.sh
#!/bin/bash
# OpenROAD 26Q1-2900-gdf79404cd8, Yosys 0.63+post, stock flow scripts
make -C /OpenROAD-flow-scripts/flow DESIGN_CONFIG=/design/flow/config.mk WORK_HOME=/design/flow/orfs finish
### flow/config.mk
export PLATFORM = sky130hd
export DESIGN_NAME = seven_segment
export DESIGN_NICKNAME = seven_segment
export VERILOG_FILES = /design/flow/design.v
export SDC_FILE = /design/flow/constraint.sdc
export NUM_CORES = 4
export LEC_CHECK = 1
export CORE_UTILIZATION = 30
### flow/constraint.sdc
current_design seven_segment

set clk_period 6.1
set clk_io_pct 0.2

create_clock -name clk0 -period $clk_period [get_ports {clk}]

set non_clock_inputs [all_inputs -no_clocks]
set_input_delay [expr $clk_period * $clk_io_pct] -clock clk0 $non_clock_inputs
set_output_delay [expr $clk_period * $clk_io_pct] -clock clk0 [all_outputs]
==> results.txt <==
This memo summarizes the results of the implementation run.

Yosys
The synthesized design contains 7 enable-type register cells. The most used flip-flop cell after synthesis is dfxtp_1. The gate count of the mapped netlist is 1173.

After synthesis, the cell types taking the most area are dfxtp_1, ha_1, xnor2_1. After synthesis, the netlist uses roughly 120 different library cells. The share of async-settable or async-resettable flops after synthesis is 0%. After synthesis, the design contains around 1200 cells according to Yosys.

Before any placement, the netlist area is recorded as 9065 um2. Sorting the Yosys area breakdown by cell type puts at the top dfxtp_1. The average footprint of a synthesized cell is roughly 7.7 um2. The area share of the largest cell type after synthesis is approximately an eighth. Synthesis inferred approximately 63 register bits. The chip area line of the yosys report is ~9100 um2. The Yosys warning count is 2. The fraction of the yosys area taken by sequential cells is approximately 15%.

Floorplanning
Measured along the y axis, the die boundary spans between 150 and 200 um. The I/O pin count is 14. The area of the placeable core is 29720 um2. The core utilization before placement is 30.50%. The die footprint is a little over 30000 um2.

Per the OpenROAD floorplan log, the width of the die is between 150 and 200 um. The number of cell rows is ~63.

Final timing
The setup total negative slack is 0 ns. The highest attainable clock frequency is around 470 MHz. The portion of the clock cycle consumed by the worst path in the final layout is between 30% and 40%. Setup repair after global routing left no endpoint under its margin. Pins over their slew limit in the final report were tallied at 0. The final timing report derives a shortest allowable period of 2.142 ns. Endpoints failing hold in the final report were tallied at 0. Hold is met by between 0.3 and 0.4 ns. The largest clock skew in the final design is 0.002508 ns. The slew at the pin with the worst max-slew slack is about 0.78 ns. The timer found 22 register pins that no clock reaches; their paths are not timed. The count of endpoints without a timing constraint is a little over 40. The final tally of setup violations is 0.

The max-slew check reports its worst relative slack as a little under half.

CTS
Per the CTS log, the buffer count on the longest clock path is 2. The setup fix buffers added after clock tree synthesis is 0. The hold-fix buffer count after cts is 0. The number of gates resized after cts is 0. The buffer cell driving the clock tree root is clkbuf_16. The H-tree depth reported by CTS is 2. The number of buffers created by CTS is 5. Per the skew report, the later register of the worst-skew pair sees a clock latency of 0.27 ns.

The clock-pin slew on the worst setup and hold paths is around 0.06 ns. TritonCTS built the clock tree.

Place
Summed over all nets, the half-perimeter wirelength after detailed placement is 16190 um. Buffers placed on the I/O ports in this run total 13. The final weighted congestion of routability-driven global placement is between 0.8 and 0.9. The instance area after placement is about 9500 um2.

Routing
For this block, the routed nets add up to between 20000 and 25000 um of wire. The detailed-routing iteration count for the pre-antenna-repair pass is 6. After detailed routing, the number of vias per cell comes to roughly 5.5. The first routing iteration left between 600 and 700 violations. The count of nets left with antenna violations once routing finished came out at 0. The remaining routing DRC violations is 0. Summing over every cut layer, the via total after detailed routing is approximately 8500. The average routed wire per standard cell is ~13 um. The total inserted antenna cells is 0.

Final layout
The fraction of final layout cells with drive strength greater than 1 is under 10%. The filler cell count in the final layout is 3051. The synthesis-to-finish area growth is 6.556%. The share of the core filled with cells in the final layout is 32.50%. After routing the design area is 9659 um2.

Job
OpenROAD emitted warnings numbering 35. The tally of max-capacitance violations is 0.

Worst setup path
Looking at the critical path, the single cell with the biggest stage delay is or3_1. The worst setup path is captured at a flop. The cell sequence reported for the critical path is nand4_1 -> inv_1 -> nand2_1 -> or3_1 -> nor2_1 -> and4_1 -> nand4_1 -> xor2_1 -> nor2_1. At the worst endpoint, the arrival time is ~2.3 ns. The startpoint class of the critical path is a flop. The family with the most delay on the worst path is simple AND/OR/NAND/NOR gates. Per the post-run analysis, buffers plus inverters along the critical path come to 1. For reference, the most critical setup path is categorized as flop to flop. Among all stages on the critical path, the maximum delay recorded is roughly 0.43 ns.

STA puts the critical path data required time at about 6.3 ns. Of all nets on the critical path, the largest fanout is 5.

Global route
The global-route usage over all layers is 13.60%. The first global-routing pass estimated 35930 um of wire. The total global routing overflow is 0. The pin count of the biggest net entering global routing is 20. The via count of the first global-routing pass was between 7000 and 8000. The initial antenna violation count came to 0.

Hold path
The worst hold path class is flop to flop.

Power and ir drop
Looking at the VDD voltage map, the peak drop is ~0.000098 V. The static leakage power is around 0.0037 uW. The total power density per cell area is between 50 and 60 nW/um2.

Outcome
The run finished with clean final reports.
[metrics by stage]
| step | power, uW | worst slack (ns) | std cells |
|---|---|---|---|
| floorplan | 275.4 | 3.882 | 1173 |
| global placement | 277.0 | 3.975 | 1543 |
| detailed placement | 277.0 | 3.976 | 1543 |
| CTS | 531.6 | 3.962 | 1550 |
| global route | 547.9 | 3.760 | 1550 |
| finish | 525.9 | 3.958 | 1550 |
[synth_stat cells (all sizes together), types with 7 or more instances]
master and n:
o211a 10, inv 56, a311oi 8, mux2i 17
o211ai 25, nor2b 23, buf 26, a211o 14
or3 16, mux2 20, nand2 98, a21boi 7
nand4 21, ha 59, nand3 47, nor4 13
nor2 103, a31oi 12, dfxtp 56, xor2 40
o21ai 64, edfxtp 7, a21oi 58, clkbuf 9
nor3 36, and4 7, and2 15, o32ai 8
a22oi 7, a21o 13, and3 22, nand2b 18
o21a 14, xnor2 57, o22ai 11, nor3b 9
or2 15, a211oi 22
[layout make-up]
class	instances	area [um2]	area share [%]
clock buffers	7	142.6	1.477
inverters	58	224.0	2.319
multi-input cells	1017	7328	75.87
flip-flops and latches	63	1331	13.78
well taps	390	488.0	5.052
repair buffers	15	145.1	1.503
[power breakdown]
| group | total [uW] | switching [uW] | internal, uW |
|---|---|---|---|
| Clock | 255 | 94.4 | 160 |
| Sequential | 268 | 0 | 268 |
| Combinational | 3.12 | 2.07 | 1.05 |
| Total | 526 | 96.4 | 429 |
[cell families after synthesis]
logic type               count (synthesis)  share of synthesized area, %
AND/OR/NAND/NOR                        468                         27.67
AND-OR/OR-AND                          355                         30.57
XOR/XNOR                                98                         9.896
buffers and inverters                   93                         4.541
flip-flops                              63                         14.69
adder cells (fa/ha/maj)                 59                         8.144
multiplexers                            37                         4.486
[final timing paths]
check,start,to,slack (ns),depth (start not counted)
setup / recovery,td.counter[3]$_SDFF_PP0_,td.counter[22]$_SDFF_PP0_,3.96,9
hold / removal,td.s[12]$_DFF_P_,td.clk_div$_DFF_P_,0.37,0
setup reg to reg,td.counter[3]$_SDFF_PP0_,td.counter[22]$_SDFF_PP0_,3.96,9
hold reg to reg,td.s[12]$_DFF_P_,td.clk_div$_DFF_P_,0.37,0
[cell usage in the layout, fill, tap and decap left out, types with 14 or more instances in the layout]
master / synthesis / final
nand2_1: 96 / 96
or3_1: 16 / 16
o21ai_0: 48 / 48
mux2_2: 17 / 17
o21ai_1: 14 / 14
a211oi_1: 16 / 16
and3_1: 22 / 22
dfxtp_1: 56 / 56
ha_1: 59 / 59
nor3_1: 33 / 33
nor2b_1: 23 / 23
mux2i_1: 16 / 16
nand2b_1: 18 / 18
xnor2_1: 55 / 55
xor2_1: 39 / 39
nand4_1: 21 / 21
and2_1: 14 / 14
a21oi_1: 55 / 55
o211ai_1: 24 / 24
inv_1: 54 / 54
nand3_1: 47 / 47
nor2_1: 96 / 96
[worst reg2reg max path: stages, from the launching register on]
cell and delay [ns]:
dfxtp_1 0.40, nand4_1 0.21, inv_1 0.09, nand2_1 0.10, or3_1 0.43, nor2_1 0.22, and4_1 0.27, nand4_1 0.12
xor2_1 0.15, nor2_1 0.05
[flip-flops by register name, indices dropped and copies added (netlist names)]
name and flops:
sec_co 6, state 3, number1 6, td.s 13
td.one_sec 1, td.counter 26, number2 6, t 1
td.clk_div 1
[metal layers]
layer  vias up  global-route usage (%)  routed length [um]  share of wire, %
li1       4411                       -                   -                 -
met1      3885                   21.20               10930                53
met2       138                   21.36                9076                44
met3        16                  0.8830                 472               2.3
met4         0                   1.159                 120              0.58
met5         -                       0                   0                 0
Power and IR drop assume default switching activity.

[./design.v]
module clk_div #(parameter div = 12) (input clk, output reg clk_d);
	reg [26:0] s;
	always @(posedge clk) begin
		s<=s+1;
		clk_d<=s[div]; end
endmodule
module counter(
input sw,
	input clk,
	output [15:0] counter
   );
	wire clk_d;
	clk_div #(25) d (.clk(clk), .clk_d(clk_d));
	reg [5:0] cntr = 0;
	reg [5:0] temp; 
	reg [3:0] ones;
	reg [3:0] tens;
	reg digit_state;
	always @(posedge clk_d)
		if (sw) cntr <= cntr + 1;
	always @(cntr) begin
		temp = cntr;
		ones = 0;
		tens = 0;
		if(temp>=90) begin temp=temp-10; tens=tens+1; end
		if(temp>=80) begin temp=temp-10; tens=tens+1; end
		if(temp>=70) begin temp=temp-10; tens=tens+1; end
		if(temp>=60) begin temp=temp-10; tens=tens+1; end
		if(temp>=50) begin temp=temp-10; tens=tens+1; end
		if(temp>=40) begin temp=temp-10; tens=tens+1; end
		if(temp>=30) begin temp=temp-10; tens=tens+1; end
		if(temp>=20) begin temp=temp-10; tens=tens+1; end
		if(temp>=10) begin temp=temp-10; tens=tens+1; end
		ones = temp;
		end
	assign counter[15:8] = tens + 8'd48;
	assign counter[7:0] = ones + 8'd48;
endmodule
module async_transmitter(
	input clk,
   input sw,
	input [15:0] TxD_data,
	output TxD
);
parameter ClkFrequency = 50000000;	 
parameter Baud = 115200;
parameter BaudGeneratorAccWidth = 16;
parameter BaudGeneratorInc = ((Baud<<(BaudGeneratorAccWidth-4))+(ClkFrequency>>5))/(ClkFrequency>>4);
reg [BaudGeneratorAccWidth:0] BaudGeneratorAcc;
always @(posedge clk)
  BaudGeneratorAcc <= BaudGeneratorAcc[BaudGeneratorAccWidth-1:0] + BaudGeneratorInc;
wire BitTick = BaudGeneratorAcc[BaudGeneratorAccWidth];
reg [3:0] TxD_state = 0;
wire TxD_ready = (TxD_state==4'b0100);
reg [7:0] prev, curr = 0;
reg [7:0] TxD_shift;
reg shift;
reg digit_select = 0;
reg sw_prev;
wire sw_edge = sw & ~sw_prev;
always @(posedge clk)
    sw_prev <= sw;
reg [7:0] mem [15:0];
reg [3:0] mem_addr = 0;
initial begin
	mem[0] = 8'd72;
	mem[1] = 8'd69;
	mem[2] = 8'd76;
	mem[3] = 8'd76;
	mem[4] = 8'd79;
	mem[5] = 8'd32;
	mem[6] = 8'd87;
	mem[7] = 8'd79;
	mem[8] = 8'd82;
	mem[9] = 8'd76;
	mem[10] = 8'd68;
	mem[11] = 8'd32;
	mem[12] = 8'd33; 
	mem[13] = 8'd33;
	mem[14] = 8'd33;
	mem[15] = 8'd33;
end
always @(*) 
shift = (curr!= prev);
always @(posedge clk)
begin 
	prev <= curr;	
	curr <= digit_select ? TxD_data[15:8] : TxD_data[7:0];
	if(TxD_ready) 
	TxD_shift <= curr; 
	if(TxD_state[3] & BitTick)
		TxD_shift <= (TxD_shift >> 1);
	case(TxD_state)
		4'b0000: if(shift && sw) begin 
						TxD_state <= 4'b0100;
						digit_select <= 1;
						end					
		4'b0100: if(BitTick) TxD_state <= 4'b1000;   
		4'b1000: if(BitTick) TxD_state <= 4'b1001;   
		4'b1001: if(BitTick) TxD_state <= 4'b1010;   
		4'b1010: if(BitTick) TxD_state <= 4'b1011;   
		4'b1011: if(BitTick) TxD_state <= 4'b1100;   
		4'b1100: if(BitTick) TxD_state <= 4'b1101;   
		4'b1101: if(BitTick) TxD_state <= 4'b1110;   
		4'b1110: if(BitTick) TxD_state <= 4'b1111;   
		4'b1111: if(BitTick) TxD_state <= 4'b0010;   
		4'b0010: if(BitTick) TxD_state <= 4'b0011;   
		4'b0011: if(BitTick) 
						if(digit_select == 1) begin
							digit_select <= 0;
							TxD_state <= 4'b0100; end  
						else TxD_state <= 4'b0000;
		default: if(BitTick) TxD_state <= 4'b0000;
	endcase
end
assign TxD = (TxD_state<4) | (TxD_state[3] & TxD_shift[0]);   
endmodule
module top_module(
   input sw,
	input clk,
	output TxD,
	output [7:0] counter);
	wire [15:0] cnter;
	async_transmitter tx(.clk(clk),.sw(sw), .TxD_data(cnter), .TxD(TxD));
	counter cntr(.clk(clk), .sw(sw),.counter(cnter));
	assign counter = cnter[7:0];
endmodule
[./run.sh]
#!/bin/bash
# OpenROAD 26Q1-2900-gdf79404cd8, Yosys 0.63+post, stock flow scripts
make -C /OpenROAD-flow-scripts/flow DESIGN_CONFIG=/design/flow/config.mk WORK_HOME=/design/flow/orfs finish
[./constraint.sdc]
current_design top_module

set clk_period 6.0
set clk_io_pct 0.2

create_clock -name clk0 -period $clk_period [get_ports {clk}]

set non_clock_inputs [all_inputs -no_clocks]
set_input_delay [expr $clk_period * $clk_io_pct] -clock clk0 $non_clock_inputs
set_output_delay [expr $clk_period * $clk_io_pct] -clock clk0 [all_outputs]
[./config.mk]
export PLATFORM = sky130hd
export DESIGN_NAME = top_module
export DESIGN_NICKNAME = top_module
export VERILOG_FILES = /design/flow/design.v
export SDC_FILE = /design/flow/constraint.sdc
export NUM_CORES = 4
export LEC_CHECK = 1
export CORE_UTILIZATION = 50
==> results.yml <==
# physical design summary
worst_hold_path:
  hold_class: "flip-flop to flip-flop"
  min_to: "cntr.d.clk_d"
  hold_depth: 0
  min-delay-start: "cntr.d.s[25]"
yosys:
  edf_count: 17
  synthCells: 400
  ys_async_sr_fraction_pct: 0
  syn_area_per_cell_sq_um: 9.96
  synth_flop_count: 71
  ys_seq_share_pct: 40.0
  yosysWarningCount: 3
  synth.distinct_cells: 73
  ff_type: "dfxtp_1"
  common_cells: "dfxtp_1, xnor2_1, nand2_1, inv_1, nor2_1"
  top_cell_area_share_pct: 27.1
  synth_area_sq_mm: 0.00398
  top_area_cell: "dfxtp_1"
  synth_top_cell_by_count: "dfxtp_1"
  topCellsByArea: "dfxtp_1, edfxtp_1, xnor2_1"
  ys_cells: 400
  yosys_area_sq_mm: 0.00398
routing:
  ant_nets: 0
  routed-via-count: 2611
  diodes: 0
  drtIter0Drc: 95
  totalWireLength_um: 6160
  first_pass_iters: 6
  viasPerCell: 5.11
  avgRoutedWirePerCell_um: 12.1
  drc: 0
floorplan:
  die_height_um: 91.2
  initCoreUtil_pct: 51.5
  boundaryPins: 11
  die-area_sq_mm: 0.00833
  core_sq_mm: 0.00773
  placementRows: 32
  die_w_um: 91.2
place:
  place_hpwl_um: 4470
  place_congestion: 0.826
  portBuffers: 6
setup_path:
  cp.depth: 3
  critPathLaunchType: "flip-flop"
  worstReg2RegEnd: "cntr.d.s[25]"
  endpoint_kind: "output port"
  critPathTopFamily: "flip-flops"
  r2r_start: "cntr.d.s[2]"
  arrival_ns: 1.65
  crit_type: "flip-flop to output port"
  rr_worst_depth: 7
  cp_slowest_stage_delay_ns: 0.57
  path_cells: "nor2_1 -> a21o_1 -> clkdlybuf4s50_1"
  crit_slowest_cell: "edfxtp_1"
  required_ns: 4.80
  path_max_fanout: 14
  cp_num_buf_inv: 1
  rrSetupSlack_ns: 4.08
cts:
  cts_tree: "done"
  clockRootBuffer: "clkbuf_8"
  cts_hold_buf: 0
  worstSkewPairLatency_ns: 0.33
  clock_path_buffers: 2
  htree_num_levels: 3
  cts_setup_buffers: 0
  cts_repair_resize_count: 0
  path_clk_slew_ns: 0.07
  cts_made_buffers: 9
pwr:
  power_density_mw_per_mm2: 178
  leakagePower_nw: 1.65
  vdd_drop_max_uv: 201
global_routing:
  grt_pass1_vias: 2466
  grt_max_degree: 21
  grt_overflow: 0
  antenna_found_initial: 0
  track_usage_pct: 16.7
  grt_pass1_wl_um: 11100
timing:
  hold_violations: 0
  final-setup-viol-count: 0
  rsz0062_at_grt: "false"
  min_period_over_period_pct: 47.5
  post-route-min-period_ns: 2.85
  finClkSkew_ns: 0.0106
  slew-limit-headroom_pct: 52.7
  tightestPinTransition_ns: 0.710
  fmax_mhz: 351
  report.final.slew_viol_count: 0
  unclocked_pins: 6
  fin_setup_tns_ns: 0
  untimed_endpoints: 16
run:
  max_cap_viol_count: 0
  warning_count: 30
cells_and_area:
  drive_gt1_share_pct: 14.4
  final_util_pct: 54.6
  fillCellCount: 687
  area_growth_pct: 6.00
run_status:
  outcome: "finished, final reports clean"
[stage by stage]
| step | power [W] | instance area, sq um | hold slack, ns | std cells | setup slack, ns |
|---|---|---|---|---|---|
| after floorplan | 0.000457 | 3990 | 0.349 | 403 | 3.95 |
| after global placement | 0.000457 | 4060 | 0.358 | 496 | 3.35 |
| after detailed placement | 0.000457 | 4060 | 0.360 | 496 | 3.35 |
| after CTS | 0.000764 | 4220 | 0.370 | 511 | 3.13 |
| after global routing | 0.000783 | 4220 | 0.380 | 511 | 3.00 |
| final | 0.000751 | 4220 | 0.366 | 511 | 3.15 |
[area by class of cell]
| type | count | area [sq um] | area share (%) |
|---|---|---|---|
| Inverter | 24 | 90.1 | 2.13 |
| Clock inverter | 3 | 17.5 | 0.415 |
| Sequential cell | 71 | 1590 | 37.7 |
| Clock buffer | 12 | 145 | 3.44 |
| Multi-Input combinational cell | 292 | 2180 | 51.7 |
| Tap cell | 102 | 128 | 3.02 |
| Timing Repair Buffer | 7 | 67.6 | 1.60 |
[cells by family (layout without fill, tap and decap cells)]
group                    Yosys count  after routing  share of synthesized area (%)
other                              2              5                          0.189
AND/OR/NAND/NOR                  128            128                           17.2
multiplexers                      13             13                           3.58
flip-flops                        71             71                           40.0
XOR/XNOR                          60             60                           13.9
AND-OR/OR-AND                     71             71                           15.0
adder cells (fa/ha/maj)           15             15                           4.71
buffers and inverters             40             46                           5.53
[sequential cells by signal, summed over array words and instances (netlist names)]
signal / flops
cntr.cntr: 6
tx.TxD_shift: 6
cntr.d.s: 26
cntr.d.clk_d: 1
tx.TxD_state: 4
tx.BaudGeneratorAcc: 17
tx.curr: 5
tx.digit_select: 1
tx.prev: 5
[worst max path at each step]
| stage | start | end | slack, ns |
|---|---|---|---|
| after CTS | tx.TxD_state[3] | TxD | 3.13 |
| after global routing | tx.TxD_state[3] | TxD | 3.00 |
| final | tx.TxD_state[3] | TxD | 3.15 |
[where the power goes]
part | switching (W) | internal, W | leakage, nW | total, W
Combinational | 0.00000182 | 0.00000182 | 0.972 | 0.00000365
Clock | 0.000146 | 0.000158 | 0.0822 | 0.000304
Sequential | 0.000000470 | 0.000443 | 0.600 | 0.000444
[cell usage in the layout, fill, tap and decap left out, drive strengths merged, types with 3 or more instances in the layout]
master	n
inv	24
nand2	32
dfxtp	54
clkbuf	12
or2	3
o21ai	14
o211ai	4
nor3	11
and2	8
nor2b	3
nand3	20
xnor2	41
nor4	3
o22ai	3
ha	15
a21o	3
or3	3
a21oi	15
edfxtp	17
o211a	3
o31ai	4
mux2i	3
a211oi	4
clkdlybuf4s50	6
nand4	3
nor2	24
and3	11
conb	5
xor2	19
mux2	10
[per-layer routing]
metal	wire length [um]	track usage, %	vias up
met2	2700	25.4	18
met1	3270	27.1	1183
met3	148	3.06	5
li1	-	-	1405
met4	48	1.72	0
met5	0	0	-
Power and IR drop assume default switching activity.
